**/design/flow/config.mk**
```make
export PLATFORM = sky130hd
export DESIGN_NAME = fifo_sync
export DESIGN_NICKNAME = fifo_sync
export VERILOG_FILES = /design/flow/design.v
export SDC_FILE = /design/flow/constraint.sdc
export NUM_CORES = 4
export LEC_CHECK = 1
export CORE_UTILIZATION = 50
```
**/design/flow/constraint.sdc**
```tcl
current_design fifo_sync

set clk_period 15.4
set clk_io_pct 0.2

create_clock -name clk0 -period $clk_period [get_ports {clk_i}]

set non_clock_inputs [all_inputs -no_clocks]
set_input_delay [expr $clk_period * $clk_io_pct] -clock clk0 $non_clock_inputs
set_output_delay [expr $clk_period * $clk_io_pct] -clock clk0 [all_outputs]
```
**/design/flow/design.v**
```verilog
localparam int unsigned TLEN = 32;
package rv0_core_defs;
typedef enum logic [6:0] {
    LUI       = 7'b0110111,
    AUIPC     = 7'b0010111,
    JAL       = 7'b1101111,
    JALR      = 7'b1100111,
    BRANCH    = 7'b1100011,
    LOAD      = 7'b0000011,
    STORE     = 7'b0100011,
    OP_IMM    = 7'b0010011,
    OP        = 7'b0110011,
    OP_IMM_32 = 7'b0011011,
    OP_32     = 7'b0111011,
    LOAD_FP   = 7'b0000111,
    STORE_FP  = 7'b0100111,
    MADD      = 7'b1000011,
    MSUB      = 7'b1000111,
    NMSUB     = 7'b1001011,
    NMADD     = 7'b1001111,
    OP_FP     = 7'b1010011,
    AMO       = 7'b0101111,
    MISC_MEM  = 7'b0001111,
    SYSTEM    = 7'b1110011
} rv_opcode_e;
typedef enum logic [2:0] {
    BEQ  = 3'b000,
    BNE  = 3'b001,
    BLT  = 3'b100,
    BGE  = 3'b101,
    BLTU = 3'b110,
    BGEU = 3'b111
} rv_branch_funct3_e;
typedef enum logic [2:0] {
    LB  = 3'b000,
    LH  = 3'b001,
    LW  = 3'b010,
    LD  = 3'b011,
    LBU = 3'b100,
    LHU = 3'b101,
    LWU = 3'b110
} rv_load_funct3_e;
typedef enum logic [2:0] {
    SB = 3'b000,
    SH = 3'b001,
    SW = 3'b010,
    SD = 3'b011
} rv_store_funct3_e;
typedef enum logic [2:0] {
    ADDI  = 3'b000,
    SLLI  = 3'b001,
    SLTI  = 3'b010,
    SLTIU = 3'b011,
    XORI  = 3'b100,
    SRLI  = 3'b101,
    ORI   = 3'b110,
    ANDI  = 3'b111
} rv_op_imm_funct3_e;
typedef enum logic [2:0] {
    ADD  = 3'b000,
    SLL  = 3'b001,
    SLT  = 3'b010,
    SLTU = 3'b011,
    XOR  = 3'b100,
    SRL  = 3'b101,
    OR   = 3'b110,
    AND  = 3'b111
} rv_op_funct3_e;
typedef enum logic [6:0] {
    MULDIV = 7'b0000001,
    CZERO  = 7'b0000111,
    FUNCT7_FADD_S  = 7'b0000000,   
    FUNCT7_FSUB_S  = 7'b0000100,   
    FUNCT7_FMUL_S  = 7'b0001000,   
    FUNCT7_FDIV_S  = 7'b0001100,   
    FUNCT7_FSQRT_S = 7'b0101100,   
    FUNCT7_FSGNJ_S = 7'b0010000,   
    FUNCT7_FMIN_FMAX_S  = 7'b0010100,   
    FUNCT7_FCVT_W_S  = 7'b1100000,  
    FUNCT7_FCLASS_S  = 7'b1110000   
} rv_funct7_e;
typedef enum logic [2:0] { 
    RNE = 3'b000,  
    RTZ = 3'b001,  
    RDN = 3'b010,  
    RUP = 3'b011,  
    RMM = 3'b100,  
    DYN = 3'b111  
 } rv_float_rounding_mode;
 typedef enum logic [2:0] { 
    FMIN = 3'b000,
    FMAX = 3'b001
 } rv_float_min_max_field;
parameter NaN = 32'h7fc00000;
typedef enum logic [7:0] {
    EXU_I   = 8'b0000_0001,  
    EXU_B   = 8'b0000_0010,  
    EXU_IB  = 8'b0000_0011,  
    EXU_M   = 8'b0000_0100,  
    EXU_F   = 8'b0000_1000,  
    LSU     = 8'b0001_0000,  
    CSU     = 8'b0010_0000   
} exu_type_e;
typedef enum bit [1:0] {
    HTRANS_IDLE,
    HTRANS_BUSY,
    HTRANS_NONSEQ,
    HTRANS_SEQ
} ahb_uvc_htrans_e;
typedef enum bit [2:0] {
    HSIZE_BYTE,      
    HSIZE_HALF,      
    HSIZE_WORD,      
    HSIZE_DOUBLE,    
    HSIZE_4WL,       
    HSIZE_8WL,       
    HSIZE_16WL,      
    HSIZE_32WL       
} ahb_uvc_hsize_e;
typedef enum bit [2:0] {
    HBURST_SINGLE,
    HBURST_INCR,
    HBURST_WRAP4,
    HBURST_INCR4,
    HBURST_WRAP8,
    HBURST_INCR8,
    HBURST_WRAP16,
    HBURST_INCR16
} ahb_uvc_hburst_e;
typedef enum bit {
    HRESP_OKAY,
    HRESP_ERROR
} ahb_uvc_hresp_e;
endpackage : rv0_core_defs
module fifo_sync #(
    parameter int unsigned  FIFO_DEPTH = 16,
    parameter int unsigned  DATA_WIDTH = 32,
    parameter bit           DATA_RESET = 0,
    parameter bit           SYNC_CLEAR = 1,
    parameter bit           DATA_CLEAR = 0
) (
    input  logic                    clk_i,
    input  logic                    rst_ni,
    input  logic                    clr_i,
    input  logic                    we_i,
    input  logic [DATA_WIDTH-1:0]   wdata_i,
    output logic                    full_o,
    input  logic                    re_i,
    output logic [DATA_WIDTH-1:0]   rdata_o,
    output logic                    empty_o
);
    localparam int unsigned ADDR_WIDTH = $clog2(FIFO_DEPTH);
    logic [DATA_WIDTH-1:0] fifo_data_q [0:FIFO_DEPTH-1];
    logic [ADDR_WIDTH:0] ri_q;
    logic [ADDR_WIDTH-1:0] ri;
    assign ri = ri_q[ADDR_WIDTH-1:0];
    logic [ADDR_WIDTH:0] wi_q;
    logic [ADDR_WIDTH-1:0] wi;
    assign wi = wi_q[ADDR_WIDTH-1:0];
    if(SYNC_CLEAR == 1'b1) begin : ri_sync_clr_genblk
        always_ff @(posedge clk_i or negedge rst_ni) begin
            if(rst_ni == 1'b0) ri_q <= {ADDR_WIDTH+1{1'b0}};
            else begin
                if(clr_i == 1'b1) ri_q <= {ADDR_WIDTH+1{1'b0}};
                else if(re_i == 1'b1) ri_q <= ri_q + {{ADDR_WIDTH{1'b0}}, 1'b1};
            end
        end
    end  
    else begin : ri_sync_nclr_genblk
        always_ff @(posedge clk_i or negedge rst_ni) begin
            if(rst_ni == 1'b0) ri_q <= {ADDR_WIDTH+1{1'b0}};
            else if(re_i == 1'b1) ri_q <= ri_q + {{ADDR_WIDTH{1'b0}}, 1'b1};
        end
    end  
    if(SYNC_CLEAR == 1'b1) begin : wi_sync_clear_genblk
        always_ff @(posedge clk_i or negedge rst_ni) begin
            if(rst_ni == 1'b0) wi_q <= {ADDR_WIDTH+1{1'b0}};
            else begin
                if(clr_i == 1'b1) wi_q <= {ADDR_WIDTH+1{1'b0}};
                else if(we_i == 1'b1) wi_q <= wi_q + {{ADDR_WIDTH{1'b0}}, 1'b1};
            end
        end
    end  
    else begin : wi_sync_nclr_genblk
        always_ff @(posedge clk_i or negedge rst_ni) begin
            if(rst_ni == 1'b0) wi_q <= {ADDR_WIDTH+1{1'b0}};
            else if(we_i == 1'b1) wi_q <= wi_q + {{ADDR_WIDTH{1'b0}}, 1'b1};
        end
    end  
    if(DATA_RESET == 1'b1 && SYNC_CLEAR == 1'b1) begin : fifo_data_rst_clr_genblk
        always_ff @(posedge clk_i or negedge rst_ni) begin
            if(rst_ni == 1'b0) begin
                for(int i = 0; i < FIFO_DEPTH; ++i) begin
                    fifo_data_q[i] <= {DATA_WIDTH{1'b0}};
                end
            end
            else begin
                if(clr_i == 1'b1) begin
                    for(int i = 0; i < FIFO_DEPTH; ++i) begin
                        fifo_data_q[i] <= {DATA_WIDTH{1'b0}};
                    end
                end
                else if(we_i == 1'b1) fifo_data_q[wi] <= wdata_i;
            end
        end
    end  
    else if(DATA_RESET == 1'b1) begin : fifo_data_rst_genblk
        always_ff @(posedge clk_i or negedge rst_ni) begin
            if(rst_ni == 1'b0) begin
                for(int i = 0; i < FIFO_DEPTH; ++i) begin
                    fifo_data_q[i] <= {DATA_WIDTH{1'b0}};
                end
            end
            else if(we_i == 1'b1) fifo_data_q[wi] <= wdata_i;
        end
    end  
    else if(SYNC_CLEAR == 1'b1) begin : fifo_data_clr_genblk
        always_ff @(posedge clk_i) begin
            if(clr_i == 1'b1) begin
                for(int i = 0; i < FIFO_DEPTH; ++i) begin
                    fifo_data_q[i] <= {DATA_WIDTH{1'b0}};
                end
            end
            else if(we_i == 1'b1) fifo_data_q[wi] <= wdata_i;
        end
    end  
    else begin : fifo_data_nrst_genblk
        always_ff @(posedge clk_i) begin
            if(we_i == 1'b1) fifo_data_q[wi] <= wdata_i;
        end
    end  
    assign rdata_o = fifo_data_q[ri];
    assign full_o = (ri_q[ADDR_WIDTH] != wi_q[ADDR_WIDTH]) &&
                    (ri_q[ADDR_WIDTH-1:0] == wi_q[ADDR_WIDTH-1:0]);
    assign empty_o = ri_q == wi_q;
endmodule : fifo_sync
```
**/design/flow/run.sh**
```bash
#!/bin/bash
# OpenROAD 26Q1-2900-gdf79404cd8, Yosys 0.63+post, stock flow scripts
make -C /OpenROAD-flow-scripts/flow DESIGN_CONFIG=/design/flow/config.mk WORK_HOME=/design/flow/orfs finish
```
==> metrics.yaml <==
floorplan:
  coreArea_mm2: 0.04675
  die_x_um: 220.3
  die_y_um: 220.3
  rows: 79
  dieArea_mm2: 0.04855
  io_pins: 71
  initCoreUtil_pct: 50.98
clock_tree:
  clock-root-buffer: "clkbuf_16"
  cts_setup_buffers: 0
  hold_buffers: 0
  cts_sinks: 522
  clk_pin_slew_worst_paths_ns: 0.06
  cts_tree: "yes"
  insertion_delay_ns: 0.62
  cts_buffers: 56
  post_cts_resized: 0
  cts_buffer_depth: 3
  htreeDepth: 2
critical_path:
  reg2reg_from: "wi_q[0]"
  crit_type: "flop to primary output"
  crit_arrival_ns: 4.38
  critPathBufInv: 4
  crit_path_end_kind: "primary output"
  cp_cell_sequence: "buf_4 > buf_4 > buf_4 > mux2i_1 > a22oi_1 > nand3_1 > nand2_1 > clkdlybuf4s50_1"
  required_ns: 12.32
  crit_family: "buffers and inverters"
  path_max_fanout: 39
  slowest_stage: "dfrtp_4"
  startpoint_type: "flop"
  cp-startpoint: "ri_q[1]"
  slowest_delay_ns: 0.86
  cp_common_cell: "buf_4"
synth:
  ys_seq_share_pct: 65.56
  ys_area_mm2: 0.02383
  yosysUniqueCellTypes: 30
  yosysCellCount: 1620
  syn_avg_cell_area_um2: 14.71
  ys.flops: 522
  netlist_instances: 1620
  synth-warning-count: 1
  syn-cell-area_mm2: 0.02383
placement:
  place.gp.congestion: 0.8006
  place_hpwl_mm: 30.97
  portBuffers: 70
  place_area_mm2: 0.02509
  pre_cts_ws_ns: 8.511
grt:
  antenna_found_initial: 1
  grt_util_all_layers_pct: 27.81
  grt_pass1_wl_mm: 87.15
  grt_pass1_vias: 13891
  grt_max_degree: 40
  grt_overflow: 0
power_and_ir_drop:
  p_leak_nw: 9.574
  vdd_ir_drop_max_mv: 0.1029
  p_per_area_mw_per_mm2: 118.2
route:
  vias: 13021
  avgRoutedWirePerCell_um: 25.36
  final_antenna_net_count: 0
  drc: 0
  drt_first_pass_iters: 17
  finalWirelength_mm: 58.45
  drt_iter0_drc: 748
  viasPerCell: 5.649
cells_and_area:
  drive_above_1_share_pct: 13.14
  fin_area_mm2: 0.02680
  most-common-layout-cells: "512 x and2_1, 512 x edfxtp_1, 130 x mux2i_1"
  nFillCells: 3542
  syn2layout_area_growth_pct: 12.45
sta:
  worst_slew_pin_slew_ns: 0.7114
  hold_violations: 0
  rsz0062_at_grt: "no"
  fmax_mhz: 134.1
  setup_ws_ns: 7.941
  period_used_pct: 48.44
  finalCriticalPeriod_ns: 7.459
  setup_viol: 0
  tns_ns: 0
  slew_headroom_pct: 52.57
  slew_violations: 0
  finClkSkew_ns: 0.01388
flow_run:
  warnings: 28
  max-cap-violations: 0
hold_path:
  hold_class: "flop to flop"
  hold_start: "ri_q[4]"
run_status:
  status: "complete, no violations"
## kinds of logic after synthesis
logic type                 count (synthesis)  synth area share, %
DFF                                      522                65.56
buffers and inverters                    146                2.877
xor gates and xnor gates                  12               0.4410
muxes                                    194                11.55
and+or+nand+nor                          643                16.22
adders and majority gates                  5               0.2625
AOI/OAI and AO/OA                         98                3.087
## layout make-up
type                    count  area [µm²]  share of cell area (%)
clock buffers              65        1456                   5.434
repair buffers            118        1061                   3.959
inverters                   3       11.26                 0.04202
multi-input cells         952        7629                   28.46
diodes                      1       2.502                0.009337
well taps                 607       759.5                   2.834
flip-flops and latches    522       15630                   58.33
clock inverters            37       247.7                  0.9244
## worst register-to-register path: cells and delay by family, from the launching register on
| kind | cells | cell delay [ns] |
|---|---|---|
| and+or+nand+nor | 3 | 0.90 |
| DFF | 1 | 0.46 |
| adders and majority gates | 1 | 0.18 |
| buffers and inverters | 3 | 1.05 |
## cell usage after synthesis, drive strengths merged
cell type,instances,area share [%]
or2,15,0.39
nor2,20,0.34
nand4,3,0.079
dfrtp,10,1.0
ha,5,0.26
clkbuf,101,1.6
edfxtp,512,65
nor2b,4,0.10
and2b,1,0.032
nand2b,4,0.10
nor3,8,0.34
mux4,64,6.1
and2,513,13
inv,3,0.047
mux2i,130,5.5
buf,42,1.2
xor2,5,0.18
a22oi,96,3.0
xnor2,7,0.26
o21ai,1,0.021
nand2,39,0.61
a41o,1,0.042
nand3,36,0.76
## layer usage
metal	up-vias	GRT usage [%]	share of wire, %
met1	6177	38.65	36
met2	764	40.57	47
met4	2	5.172	2.2
met5	-	1.818	0.16
li1	5982	-	-
met3	96	17.24	14
## report_power, final
group          total [mW]  switching, mW  internal [mW]
combinational       0.269          0.150          0.119
sequential           1.64         0.0216           1.61
clock                1.26          0.542          0.720
## final timing paths
kind | end | slack, ns | cells past startpoint
worst max-delay path | rdata_o[24] | 7.94 | 8
worst min-delay path | ri_q[4] | 0.58 | 2
worst max register to register | fifo_data_q[10][18] | 12.44 | 7
worst min register to register | ri_q[4] | 0.58 | 2
max in group asynchronous | ri_q[0] | 12.25 | 1
min in group asynchronous | wi_q[4] | 2.79 | 1
## state kept, by name, summed over array words and instances (netlist names)
register	count
fifo_data_q	512
wi_q	5
ri_q	5
## through the flow
step                util, %  hold slack [ns]  total power, mW  cells
global placement      53.67           0.5536            1.936   2202
floorplan                 -           0.5247            1.823   1620
CTS                   57.32           0.5785            3.196   2304
global route          57.32           0.6117            3.272   2305
detailed placement    53.67           0.5599            1.939   2202
finish                57.32           0.5776            3.167   2305
Power and IR drop assume default switching activity.
