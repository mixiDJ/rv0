## design/flow/config.mk

```make
export PLATFORM = sky130hd
export DESIGN_NAME = uart_tx
export DESIGN_NICKNAME = uart_tx
export VERILOG_FILES = /design/flow/design.v
export SDC_FILE = /design/flow/constraint.sdc
export NUM_CORES = 4
export LEC_CHECK = 1
export CORE_AREA = 10 10 104 104
export DIE_AREA = 0 0 114 114
```

## design/flow/constraint.sdc

```tcl
current_design uart_tx

set clk_period 4.3
set clk_io_pct 0.2

create_clock -name clk0 -period $clk_period [get_ports {clk_i}]

set non_clock_inputs [all_inputs -no_clocks]
set_input_delay [expr $clk_period * $clk_io_pct] -clock clk0 $non_clock_inputs
set_output_delay [expr $clk_period * $clk_io_pct] -clock clk0 [all_outputs]
```

## design/flow/design.v

```verilog
localparam int unsigned TLEN = 32;
package rv0_core_defs;
typedef enum logic [6:0] {
    LUI       = 7'b0110111,
    AUIPC     = 7'b0010111,
    JAL       = 7'b1101111,
    JALR      = 7'b1100111,
    BRANCH    = 7'b1100011,
    LOAD      = 7'b0000011,
    STORE     = 7'b0100011,
    OP_IMM    = 7'b0010011,
    OP        = 7'b0110011,
    OP_IMM_32 = 7'b0011011,
    OP_32     = 7'b0111011,
    LOAD_FP   = 7'b0000111,
    STORE_FP  = 7'b0100111,
    MADD      = 7'b1000011,
    MSUB      = 7'b1000111,
    NMSUB     = 7'b1001011,
    NMADD     = 7'b1001111,
    OP_FP     = 7'b1010011,
    AMO       = 7'b0101111,
    MISC_MEM  = 7'b0001111,
    SYSTEM    = 7'b1110011
} rv_opcode_e;
typedef enum logic [2:0] {
    BEQ  = 3'b000,
    BNE  = 3'b001,
    BLT  = 3'b100,
    BGE  = 3'b101,
    BLTU = 3'b110,
    BGEU = 3'b111
} rv_branch_funct3_e;
typedef enum logic [2:0] {
    LB  = 3'b000,
    LH  = 3'b001,
    LW  = 3'b010,
    LD  = 3'b011,
    LBU = 3'b100,
    LHU = 3'b101,
    LWU = 3'b110
} rv_load_funct3_e;
typedef enum logic [2:0] {
    SB = 3'b000,
    SH = 3'b001,
    SW = 3'b010,
    SD = 3'b011
} rv_store_funct3_e;
typedef enum logic [2:0] {
    ADDI  = 3'b000,
    SLLI  = 3'b001,
    SLTI  = 3'b010,
    SLTIU = 3'b011,
    XORI  = 3'b100,
    SRLI  = 3'b101,
    ORI   = 3'b110,
    ANDI  = 3'b111
} rv_op_imm_funct3_e;
typedef enum logic [2:0] {
    ADD  = 3'b000,
    SLL  = 3'b001,
    SLT  = 3'b010,
    SLTU = 3'b011,
    XOR  = 3'b100,
    SRL  = 3'b101,
    OR   = 3'b110,
    AND  = 3'b111
} rv_op_funct3_e;
typedef enum logic [6:0] {
    MULDIV = 7'b0000001,
    CZERO  = 7'b0000111,
    FUNCT7_FADD_S  = 7'b0000000,   
    FUNCT7_FSUB_S  = 7'b0000100,   
    FUNCT7_FMUL_S  = 7'b0001000,   
    FUNCT7_FDIV_S  = 7'b0001100,   
    FUNCT7_FSQRT_S = 7'b0101100,   
    FUNCT7_FSGNJ_S = 7'b0010000,   
    FUNCT7_FMIN_FMAX_S  = 7'b0010100,   
    FUNCT7_FCVT_W_S  = 7'b1100000,  
    FUNCT7_FCLASS_S  = 7'b1110000   
} rv_funct7_e;
typedef enum logic [2:0] { 
    RNE = 3'b000,  
    RTZ = 3'b001,  
    RDN = 3'b010,  
    RUP = 3'b011,  
    RMM = 3'b100,  
    DYN = 3'b111  
 } rv_float_rounding_mode;
 typedef enum logic [2:0] { 
    FMIN = 3'b000,
    FMAX = 3'b001
 } rv_float_min_max_field;
parameter NaN = 32'h7fc00000;
typedef enum logic [7:0] {
    EXU_I   = 8'b0000_0001,  
    EXU_B   = 8'b0000_0010,  
    EXU_IB  = 8'b0000_0011,  
    EXU_M   = 8'b0000_0100,  
    EXU_F   = 8'b0000_1000,  
    LSU     = 8'b0001_0000,  
    CSU     = 8'b0010_0000   
} exu_type_e;
typedef enum bit [1:0] {
    HTRANS_IDLE,
    HTRANS_BUSY,
    HTRANS_NONSEQ,
    HTRANS_SEQ
} ahb_uvc_htrans_e;
typedef enum bit [2:0] {
    HSIZE_BYTE,      
    HSIZE_HALF,      
    HSIZE_WORD,      
    HSIZE_DOUBLE,    
    HSIZE_4WL,       
    HSIZE_8WL,       
    HSIZE_16WL,      
    HSIZE_32WL       
} ahb_uvc_hsize_e;
typedef enum bit [2:0] {
    HBURST_SINGLE,
    HBURST_INCR,
    HBURST_WRAP4,
    HBURST_INCR4,
    HBURST_WRAP8,
    HBURST_INCR8,
    HBURST_WRAP16,
    HBURST_INCR16
} ahb_uvc_hburst_e;
typedef enum bit {
    HRESP_OKAY,
    HRESP_ERROR
} ahb_uvc_hresp_e;
endpackage : rv0_core_defs
module uart_tx (
    input  logic            clk_i,
    input  logic            rst_ni,
    input  logic            uart_tx_en_i,
    input  logic            bclk_tick_i,
    input  logic            lcr_sps_i,
    input  logic [ 1:0]     lcr_wlen_i,
    input  logic            lcr_fen_i,
    input  logic            lcr_stp2_i,
    input  logic            lcr_eps_i,
    input  logic            lcr_pen_i,
    input  logic            lcr_brk_i,
    input  logic [7:0]      uart_tx_data_i,
    input  logic            uart_tx_data_rdy_i,
    output logic            uart_tx_data_ack_o,
    output logic            uart_tx_o
);
    logic [3:0] uart_tx_bit_cnt_q;
    logic       uart_tx_bit_cnt_ena;
    logic [3:0] uart_tx_tick_cnt_q;
    logic       uart_tx_tick_cnt_ena;
    typedef enum bit [4:0] {
        S_TX_IDLE,
        S_TX_START,
        S_TX_DATA,
        S_TX_PAR,
        S_TX_STOP
    } uart_tx_fsm_state_e;
    uart_tx_fsm_state_e uart_tx_fsm_state_q;
    uart_tx_fsm_state_e uart_tx_fsm_state_d;
    logic stp2_q;
    logic bit_tick;
    assign bit_tick = &uart_tx_tick_cnt_q == 1'b1 && bclk_tick_i == 1'b1;
    always_comb begin
        uart_tx_fsm_state_d = uart_tx_fsm_state_q;
        uart_tx_tick_cnt_ena = 1'b1;
        uart_tx_bit_cnt_ena  = 1'b0;
        case(uart_tx_fsm_state_q)
            S_TX_IDLE: begin
                uart_tx_tick_cnt_ena = 1'b0;
                if(uart_tx_data_rdy_i == 1'b1) uart_tx_fsm_state_d = S_TX_START;
                if(uart_tx_en_i == 1'b0) uart_tx_fsm_state_d = S_TX_IDLE;
            end
            S_TX_START: begin
                if(bit_tick == 1'b1) begin
                    uart_tx_fsm_state_d = S_TX_DATA;
                end
            end
            S_TX_DATA: begin
                uart_tx_bit_cnt_ena = 1'b1;
                if(bit_tick == 1'b1 && uart_tx_bit_cnt_q == {2'b01, lcr_wlen_i}) begin
                    uart_tx_fsm_state_d = S_TX_PAR;
                end
                if(uart_tx_fsm_state_d == S_TX_PAR && lcr_pen_i == 1'b0) begin
                    uart_tx_fsm_state_d = S_TX_STOP;
                end
            end
            S_TX_PAR: begin
                if(bit_tick == 1'b1) begin
                    uart_tx_fsm_state_d = S_TX_STOP;
                end
            end
            S_TX_STOP: begin
                if(bit_tick == 1'b1) begin
                    uart_tx_fsm_state_d = S_TX_IDLE;
                    if(lcr_stp2_i == 1'b1 && stp2_q == 1'b0) begin
                        uart_tx_fsm_state_d = S_TX_STOP;
                    end
                end
            end
            default: begin
                uart_tx_fsm_state_d = S_TX_IDLE;
            end
        endcase
    end
    always_ff @(posedge clk_i or negedge rst_ni) begin
        if(rst_ni == 1'b0) uart_tx_fsm_state_q <= S_TX_IDLE;
        else uart_tx_fsm_state_q <= uart_tx_fsm_state_d;
    end
    always_ff @(posedge clk_i or negedge rst_ni) begin
        if(rst_ni == 1'b0) stp2_q <= 1'b0;
        else begin
            if(bit_tick == 1'b1 && uart_tx_fsm_state_q == S_TX_STOP && lcr_stp2_i == 1'b1) begin
                stp2_q <= ~stp2_q;
            end
        end
    end
    always_ff @(posedge clk_i or negedge rst_ni) begin
        if(rst_ni == 1'b0) uart_tx_tick_cnt_q <= 4'h0;
        else begin
            if(bclk_tick_i == 1'b1 && uart_tx_tick_cnt_ena == 1'b1) begin
                uart_tx_tick_cnt_q <= uart_tx_tick_cnt_q + 4'h1;
            end
        end
    end
    always_ff @(posedge clk_i or negedge rst_ni) begin
        if(rst_ni == 1'b0) uart_tx_bit_cnt_q <= 4'h0;
        else begin
            if(bit_tick == 1'b1 && uart_tx_bit_cnt_ena == 1'b1) begin
                uart_tx_bit_cnt_q <= uart_tx_bit_cnt_q + 4'h1;
            end
            if(uart_tx_fsm_state_d == S_TX_STOP) begin
                uart_tx_bit_cnt_q <= 4'h0;
            end
        end
    end
    logic [7:0] uart_tx_data_q;
    logic       uart_tx_data_par_q;
    always_ff @(posedge clk_i) begin
        case(uart_tx_fsm_state_q)
            S_TX_START: begin
                if(bit_tick == 1'b1) begin
                    uart_tx_data_q     <= uart_tx_data_i;
                    uart_tx_data_par_q <= lcr_eps_i == 1'b1 ? ~^uart_tx_data_i : ^uart_tx_data_i;
                end
            end
            S_TX_DATA: begin
                if(bit_tick == 1'b1) begin
                    uart_tx_data_q <= uart_tx_data_q >> 1;
                end
            end
        endcase
    end
    assign uart_tx_data_ack_o = bit_tick == 1'b1 && uart_tx_fsm_state_q == S_TX_START;
    always_comb begin
        uart_tx_o = 1'b1;
        case(uart_tx_fsm_state_q)
            S_TX_START: uart_tx_o = 1'b0;
            S_TX_DATA:  uart_tx_o = uart_tx_data_q[0];
            S_TX_PAR:   uart_tx_o = uart_tx_data_par_q;
            S_TX_STOP:  uart_tx_o = 1'b1;
        endcase
        if(lcr_brk_i == 1'b1) uart_tx_o = 1'b0;
    end
endmodule : uart_tx
```

## design/flow/run.sh

```bash
#!/bin/bash
# OpenROAD 26Q1-2900-gdf79404cd8, Yosys 0.63+post, stock flow scripts
make -C /OpenROAD-flow-scripts/flow DESIGN_CONFIG=/design/flow/config.mk WORK_HOME=/design/flow/orfs finish
```

==> flow_summary.toml <==
# implementation run metrics
[drt]
initial_drc_count = 53
drc = 0
drt_wl_total_um = 2489
post_drt_via_cell_ratio = 3.555
wl_per_cell_um = 10.87
dr.pass1.iters = 4
ant_diodes = 0
route.vias.total = 814
route.antenna.remaining_nets = 0

[flow_run]
tool_warnings = 27
maxCapViolations = 0

[finish]
layout.cells.non_filler = 229
post_route_cells_drive_above_1_share_pct = 13.22
flow.area_growth_from_synthesis_pct = 28.33
fin_util_pct = 18.48

[setup_path]
timing.rr.start = "uart_tx_tick_cnt_q[0]"
cp_max_fo = 9
data_required_time_of_the_critical_path_ns = 3.44
path_cells = "clkdlybuf4s50_1, and4_4, nand2_1, inv_1, clkdlybuf4s50_1"
reg2reg_to = "uart_tx_data_q[0]"
cpMaxStageDelayCell = "clkdlybuf4s50_1"
crit_path_end_kind = "primary output"
timing_worst_setup_path_type = "input pin to primary output"
critical-path-top-cell-by-count = "clkdlybuf4s50_1"
r2r_slack_ns = 2.48
worstSetupStartpointType = "input pin"
cp_top_family = "buffers and inverters"
crit_buf_inv = 3
ff2ff_path_depth = 3
critical_path_arrival_ns = 2.31
cp_slowest_stage_delay_ns = 0.49

[min_path]
hp-class = "flop to flop"
worst_hold_path.num_cells = 1
whs_endpoint = "stp2_q"
timing.hold.worst.start = "stp2_q"

[logic_synthesis]
ys_async_sr_fraction_pct = 64.00
yosys.cell_types.count = 31
yosys_warnings = 1
postSynth.topFlopCell = "dfrtp_1"
total_of_flip_flops_plus_latches_after_synthesis = 25
postSynthCellCount = 100
netlist_area_sq_um = 1250
synth_stat.cells = 100
synth-edff-count = 9
postSynthAreaPerCell_sq_um = 12.50
synth_seq_share_pct = 53.75
ys_area_sq_um = 1250

[clock_tree]
clkLatencyLatePin_ns = 0.26
clock_path_buffers = 2
clock-sinks = 25
postCtsResizedCells = 0
clock_tree.htree_level_count = 1
clk_pin_slew_ns = 0.08
cts_inserted_buffers = 3
cts_root_buf = "clkbuf_8"
holdBufCountCts = 0
cts_post_setup_buffers_inserted = 0
cts_tree = "done"

[grt]
grt_antenna_before_repair = 0
grtUsageTotal_pct = 3.957
global_route_wire_length_before_repair_um = 4257
grt_pass1_vias = 850
grt-ovfl-total = 0
grt_max_degree = 18

[power_and_ir_drop]
powerDensity_nw_per_um2 = 316.6
worst_ir_drop_vdd_mv = 0.1312
post-layout-total-power_mw = 0.5078
power.leakage_nw = 0.6064

[floorplanning]
initCoreUtil_pct = 14.40
dieHeight_um = 114
pin_count = 23
floorplan.die.width_um = 114
fp.dieArea_sq_um = 13000
design.core.area_sq_um = 8678
floorplan.rows = 34

[sta]
final_hold_violation_count = 0
final_period_util_pct = 73.83
hold-worst-slack_ns = 0.4716
timing.slew.headroom_pct = 53.32
fmax_ghz = 0.3150
worst_clock_skew_ns = 0.001289
tns_ns = 0
setup_viol = 0
tightestPinTransition_ns = 0.6980
final_max_slew_violation_count = 0
rsz0062_at_grt = "no"
timing.final.crit_period_ns = 3.175

[placement]
port-buffer-count = 20
dp_hpwl_um = 1888
globalplace.congestion = 0.7760
numPlacedInstances = 225

[outcome]
status = "completed"
-- cell families after synthesis --
logic type | after synthesis | synth area share (%)
muxes | 9 | 8.008
DFF | 25 | 53.75
buffers and inverters | 6 | 3.003
adders and majority gates | 2 | 2.002
AOI/OAI and AO/OA | 12 | 7.908
xor gates and xnor gates | 17 | 11.91
and+or+nand+nor | 29 | 13.41
-- layout by cell type, fill, tap and decap left out, types with 3 or more instances in the layout --
| cell type | n |
|---|---|
| inv_1 | 3 |
| nand3_1 | 4 |
| a31oi_1 | 4 |
| xor2_1 | 7 |
| clkbuf_8 | 3 |
| xnor2_1 | 10 |
| nand2b_1 | 3 |
| nor2_1 | 5 |
| edfxtp_1 | 9 |
| nand2_1 | 6 |
| clkdlybuf4s50_1 | 20 |
| dfrtp_1 | 15 |
| mux2_2 | 8 |
-- per-layer routing --
layer  track usage (%)  wire length (um)  vias up
met2             5.543              1023       21
met1             6.223              1371      389
met5                 0                 0        -
met3            0.9569                94        0
li1                  -                 -      404
met4            0.3342                 0        0
-- flip-flops by register name, indices dropped and copies added, names as in the netlist, named ones only --
name                 count
uart_tx_tick_cnt_q       4
uart_tx_data_q           8
stp2_q                   1
uart_tx_data_par_q       1
uart_tx_fsm_state_q      5
uart_tx_bit_cnt_q        4
-- how the worst max path moves through the flow --
| stage | startpoint | to | slack, ns | cells past startpoint |
|---|---|---|---|---|
| after CTS | bclk_tick_i | uart_tx_data_ack_o | 1.12 | 5 |
| after global routing | bclk_tick_i | uart_tx_data_ack_o | 1.05 | 5 |
| final | bclk_tick_i | uart_tx_data_ack_o | 1.13 | 5 |
-- final cells by class --
| type | instances | area, sq um |
|---|---|---|
| clock buffer | 4 | 45.04 |
| fill | 968 | 7074 |
| inverter | 3 | 11.26 |
| multi-input combinational | 69 | 540.5 |
| sequential | 25 | 671.9 |
| tap | 108 | 135.1 |
| timing repair buffer | 20 | 200.2 |
-- synth_stat cells, types with 2 or more instances --
cell type  instances  area share, %
a31oi_1            4            2.0
xnor2_1           10            7.0
buf_6              2            1.8
nand3_1            4            1.6
a32o_1             2            1.6
nor2b_1            2            1.0
nand2b_1           3            1.5
xor2_1             7            4.9
inv_1              3           0.90
edfxtp_1           9             22
mux2_2             8            7.2
dfrtp_1           15             30
a22o_1             2            1.4
ha_1               2            2.0
nand2_1            6            1.8
nor2_1             5            1.5
nand4_1            2            1.0
-- power by group --
group	leakage [nW]	total, mW	internal (mW)	switching [mW]
Sequential	0.292	0.286	0.268	0.0181
Clock	0.0228	0.138	0.0662	0.0717
Combinational	0.292	0.0838	0.0510	0.0328
-- per-stage QoR --
step                area [sq um]  setup slack [ns]
CTS                         1604             1.124
detailed placement          1559             1.135
floorplan                   1250             2.173
finish                      1604             1.125
global placement            1559             1.117
global route                1604             1.054
Power is estimated from default activity; no workload was simulated.
