**design/flow/design.v**
```verilog
localparam int unsigned TLEN = 32;
package rv0_core_defs;
typedef enum logic [6:0] {
    LUI       = 7'b0110111,
    AUIPC     = 7'b0010111,
    JAL       = 7'b1101111,
    JALR      = 7'b1100111,
    BRANCH    = 7'b1100011,
    LOAD      = 7'b0000011,
    STORE     = 7'b0100011,
    OP_IMM    = 7'b0010011,
    OP        = 7'b0110011,
    OP_IMM_32 = 7'b0011011,
    OP_32     = 7'b0111011,
    LOAD_FP   = 7'b0000111,
    STORE_FP  = 7'b0100111,
    MADD      = 7'b1000011,
    MSUB      = 7'b1000111,
    NMSUB     = 7'b1001011,
    NMADD     = 7'b1001111,
    OP_FP     = 7'b1010011,
    AMO       = 7'b0101111,
    MISC_MEM  = 7'b0001111,
    SYSTEM    = 7'b1110011
} rv_opcode_e;
typedef enum logic [2:0] {
    BEQ  = 3'b000,
    BNE  = 3'b001,
    BLT  = 3'b100,
    BGE  = 3'b101,
    BLTU = 3'b110,
    BGEU = 3'b111
} rv_branch_funct3_e;
typedef enum logic [2:0] {
    LB  = 3'b000,
    LH  = 3'b001,
    LW  = 3'b010,
    LD  = 3'b011,
    LBU = 3'b100,
    LHU = 3'b101,
    LWU = 3'b110
} rv_load_funct3_e;
typedef enum logic [2:0] {
    SB = 3'b000,
    SH = 3'b001,
    SW = 3'b010,
    SD = 3'b011
} rv_store_funct3_e;
typedef enum logic [2:0] {
    ADDI  = 3'b000,
    SLLI  = 3'b001,
    SLTI  = 3'b010,
    SLTIU = 3'b011,
    XORI  = 3'b100,
    SRLI  = 3'b101,
    ORI   = 3'b110,
    ANDI  = 3'b111
} rv_op_imm_funct3_e;
typedef enum logic [2:0] {
    ADD  = 3'b000,
    SLL  = 3'b001,
    SLT  = 3'b010,
    SLTU = 3'b011,
    XOR  = 3'b100,
    SRL  = 3'b101,
    OR   = 3'b110,
    AND  = 3'b111
} rv_op_funct3_e;
typedef enum logic [6:0] {
    MULDIV = 7'b0000001,
    CZERO  = 7'b0000111,
    FUNCT7_FADD_S  = 7'b0000000,   
    FUNCT7_FSUB_S  = 7'b0000100,   
    FUNCT7_FMUL_S  = 7'b0001000,   
    FUNCT7_FDIV_S  = 7'b0001100,   
    FUNCT7_FSQRT_S = 7'b0101100,   
    FUNCT7_FSGNJ_S = 7'b0010000,   
    FUNCT7_FMIN_FMAX_S  = 7'b0010100,   
    FUNCT7_FCVT_W_S  = 7'b1100000,  
    FUNCT7_FCLASS_S  = 7'b1110000   
} rv_funct7_e;
typedef enum logic [2:0] { 
    RNE = 3'b000,  
    RTZ = 3'b001,  
    RDN = 3'b010,  
    RUP = 3'b011,  
    RMM = 3'b100,  
    DYN = 3'b111  
 } rv_float_rounding_mode;
 typedef enum logic [2:0] { 
    FMIN = 3'b000,
    FMAX = 3'b001
 } rv_float_min_max_field;
parameter NaN = 32'h7fc00000;
typedef enum logic [7:0] {
    EXU_I   = 8'b0000_0001,  
    EXU_B   = 8'b0000_0010,  
    EXU_IB  = 8'b0000_0011,  
    EXU_M   = 8'b0000_0100,  
    EXU_F   = 8'b0000_1000,  
    LSU     = 8'b0001_0000,  
    CSU     = 8'b0010_0000   
} exu_type_e;
typedef enum bit [1:0] {
    HTRANS_IDLE,
    HTRANS_BUSY,
    HTRANS_NONSEQ,
    HTRANS_SEQ
} ahb_uvc_htrans_e;
typedef enum bit [2:0] {
    HSIZE_BYTE,      
    HSIZE_HALF,      
    HSIZE_WORD,      
    HSIZE_DOUBLE,    
    HSIZE_4WL,       
    HSIZE_8WL,       
    HSIZE_16WL,      
    HSIZE_32WL       
} ahb_uvc_hsize_e;
typedef enum bit [2:0] {
    HBURST_SINGLE,
    HBURST_INCR,
    HBURST_WRAP4,
    HBURST_INCR4,
    HBURST_WRAP8,
    HBURST_INCR8,
    HBURST_WRAP16,
    HBURST_INCR16
} ahb_uvc_hburst_e;
typedef enum bit {
    HRESP_OKAY,
    HRESP_ERROR
} ahb_uvc_hresp_e;
endpackage : rv0_core_defs
module uart_reg (
    input  logic            clk_i,
    input  logic            rst_ni,
    input  logic            reg_access_i,
    input  logic [11:0]     reg_addr_i,
    input  logic            reg_we_i,
    input  logic [15:0]     reg_wdata_i,
    output logic [15:0]     reg_rdata_o,
    input  logic [11:0]     rx_data_i,
    output logic            rx_re_o,
    output logic [ 7:0]     tx_data_o,
    output logic            tx_we_o,
    output logic [15:0]     uartibrd_o,
    output logic [ 5:0]     uartfbrd_o,
    output logic            lcr_sps_o,
    output logic [ 1:0]     lcr_wlen_o,
    output logic            lcr_fen_o,
    output logic            lcr_stp2_o,
    output logic            lcr_eps_o,
    output logic            lcr_pen_o,
    output logic            lcr_brk_o,
    output logic            cr_ctsen_o,
    output logic            cr_rtsen_o,
    output logic            cr_out2_o,
    output logic            cr_out1_o,
    output logic            cr_rts_o,
    output logic            cr_dtr_o,
    output logic            cr_rxe_o,
    output logic            cr_txe_o,
    output logic            cr_lbe_o,
    output logic            cr_sirlp_o,
    output logic            cr_siren_o,
    output logic            cr_uarten_o
);
    logic [7:0] reg_uartdr_q;
    always_ff @(posedge clk_i or negedge rst_ni) begin
        if(rst_ni == 1'b0) reg_uartdr_q <= 8'h0;
        else if(reg_we_i == 1'b0 && reg_addr_i == 12'h000) begin
            reg_uartdr_q <= rx_data_i[7:0];
        end
    end
    assign rx_re_o = reg_access_i == 1'b1 && reg_we_i == 1'b0 && reg_addr_i == 12'h000;
    assign tx_we_o = reg_access_i == 1'b1 && reg_we_i == 1'b1 && reg_addr_i == 12'h000;
    assign tx_data_o = reg_wdata_i[7:0];
    logic [15:0] reg_uartibrd_q;
    always_ff @(posedge clk_i or negedge rst_ni) begin
        if(rst_ni == 1'b0) reg_uartibrd_q <= 16'h0;
        else if(reg_we_i == 1'b1 && reg_addr_i == 12'h024) begin
            reg_uartibrd_q <= reg_wdata_i;
        end
    end
    assign uartibrd_o = reg_uartibrd_q;
    logic [15:0] reg_uartlcr_h_q;
    logic [15:0] reg_uartlcr_h_d;
    always_comb begin
        reg_uartlcr_h_d = reg_uartlcr_h_q;
        if(reg_we_i == 1'b1 && reg_addr_i == 12'h02c) begin
            reg_uartlcr_h_d = reg_wdata_i;
        end
        reg_uartlcr_h_d[15:8] = 8'h0;
    end
    always_ff @(posedge clk_i or negedge rst_ni) begin
        if(rst_ni == 1'b0) reg_uartlcr_h_q <= 16'h0;
        else reg_uartlcr_h_q <= reg_uartlcr_h_d;
    end
    assign lcr_sps_o  = reg_uartlcr_h_q[7];
    assign lcr_wlen_o = reg_uartlcr_h_q[6:5];
    assign lcr_fen_o  = reg_uartlcr_h_q[4];
    assign lcr_stp2_o = reg_uartlcr_h_q[3];
    assign lcr_eps_o  = reg_uartlcr_h_q[2];
    assign lcr_pen_o  = reg_uartlcr_h_q[1];
    assign lcr_brk_o  = reg_uartlcr_h_q[0];
    logic [15:0] reg_uartcr_q;
    logic [15:0] reg_uartcr_d;
    always_comb begin
        reg_uartcr_d = reg_uartcr_q;
        if(reg_we_i == 1'b1 && reg_addr_i == 12'h030) begin
            reg_uartcr_d = reg_wdata_i;
        end
        reg_uartcr_d[6:3] = 4'h0;
        reg_uartcr_d[2:1] = 2'b00;
    end
    always_ff @(posedge clk_i or negedge rst_ni) begin
        if(rst_ni == 1'b0) reg_uartcr_q <= 16'h0300;
        else reg_uartcr_q <= reg_uartcr_d;
    end
    assign cr_ctsen_o  = reg_uartcr_q[15];
    assign cr_rtsen_o  = reg_uartcr_q[14];
    assign cr_out2_o   = reg_uartcr_q[13];
    assign cr_out1_o   = reg_uartcr_q[12];
    assign cr_rts_o    = reg_uartcr_q[11];
    assign cr_dtr_o    = reg_uartcr_q[10];
    assign cr_rxe_o    = reg_uartcr_q[9];
    assign cr_txe_o    = reg_uartcr_q[8];
    assign cr_lbe_o    = reg_uartcr_q[7];
    assign cr_sirlp_o  = reg_uartcr_q[2];
    assign cr_siren_o  = reg_uartcr_q[1];
    assign cr_uarten_o = reg_uartcr_q[0];
    always_comb begin
        reg_rdata_o = 15'h0;
        case(reg_addr_i)
            12'h000: reg_rdata_o = reg_uartdr_q;
            12'h02c: reg_rdata_o = reg_uartlcr_h_q;
            12'h030: reg_rdata_o = reg_uartcr_q;
        endcase
        if(reg_we_i == 1'b1) reg_rdata_o = 15'h0;
    end
endmodule : uart_reg
```
**design/flow/run.sh**
```bash
#!/bin/bash
# OpenROAD 26Q1-2900-gdf79404cd8, Yosys 0.63+post, stock flow scripts
make -C /OpenROAD-flow-scripts/flow DESIGN_CONFIG=/design/flow/config.mk WORK_HOME=/design/flow/orfs finish
```
**design/flow/config.mk**
```make
export PLATFORM = sky130hd
export DESIGN_NAME = uart_reg
export DESIGN_NICKNAME = uart_reg
export VERILOG_FILES = /design/flow/design.v
export SDC_FILE = /design/flow/constraint.sdc
export NUM_CORES = 4
export LEC_CHECK = 1
export CORE_UTILIZATION = 40
```
**design/flow/constraint.sdc**
```tcl
current_design uart_reg

set clk_period 3.3
set clk_io_pct 0.2

create_clock -name clk0 -period $clk_period [get_ports {clk_i}]

set non_clock_inputs [all_inputs -no_clocks]
set_input_delay [expr $clk_period * $clk_io_pct] -clock clk0 $non_clock_inputs
set_output_delay [expr $clk_period * $clk_io_pct] -clock clk0 [all_outputs]
```
==> results.json <==
{
  "ioPinCount": 112,
  "rr_endpoint": "reg_uartcr_q[15]$_DFFE_PN0P_",
  "synthTopCellsByArea": "dfrtp_1, mux2_2, mux2_4",
  "power_density_nw_per_um2": 286.3,
  "dieArea_um2": 5555,
  "power.switching_mw": 0.2057,
  "grt_pass1_vias": 1492,
  "first_pass_iters": 4,
  "ir_drop_mv": 0.2148,
  "cp-start-kind": "primary input",
  "numCtsBuffers": 5,
  "cts_tree": "built",
  "mi_logic_area_um2": 913.4,
  "synthArstFlopShare_pct": 100.0,
  "hold_viol": 0,
  "max_slew_margin_pct": 65.28,
  "ys_cells": 156,
  "rr_worst_depth": 1,
  "end_kind": "output pin",
  "grt-ovfl-total": 0,
  "cts_max_level": 2,
  "slew_violations": 0,
  "dpl_cell_area_um2": 3163,
  "p_int_mw": 0.7461,
  "core_area_um2": 5075,
  "synth_top_cell_by_count": "dfrtp_1",
  "rsz0062_at_grt": "no",
  "fmax_mhz": 313.2,
  "dp_hpwl_um": 3794,
  "num_vias": 1621,
  "power_frac_comb_pct": 10.4,
  "vias_per_cell": 4.768,
  "rows": 26,
  "p_clk_share_pct": 35.2,
  "top_area_cell": "dfrtp_1",
  "avgRoutedWirePerCell_um": 15.04,
  "holdWs_ns": 0.4368,
  "drtIter0Drc": 58,
  "num-fill-cells": 389,
  "setup_violations": 0,
  "syn-instance-count": 156,
  "worstPathArrival_ns": 2.53,
  "finalInstanceArea_um2": 3324,
  "ys_seq_share_pct": 50.06,
  "antenna_left": 0,
  "swShare_pct": 21.61,
  "edf_count": 0,
  "grt_max_degree": 43,
  "fin_crit_ns": 3.193,
  "yosys_warnings": 7,
  "cts_hold_buf": 0,
  "yosysChipArea_um2": 2105,
  "crit_type": "in -> out",
  "fp_util_pct": 41.47,
  "die_y_um": 74.54,
  "track_usage_pct": 18.47,
  "root_buffer": "clkbuf_8",
  "crit_required_ns": 2.64,
  "antenna_found_initial": 0,
  "ff_type": "dfrtp_1",
  "worstMarginPinSlew_ns": 0.5208,
  "die_x_um": 74.54,
  "crit_path_start": "reg_addr_i[11]",
  "clock_skew_ns": 0,
  "top_cells_by_count": "dfrtp_1, mux2_2, buf_4",
  "synth.distinct_cells": 27,
  "routed_wl_um": 5115,
  "hold_class": "in -> async",
  "cts.path.max_buffers": 2,
  "portBuffers": 99,
  "worst-path-max-fanout": 5,
  "clk_pin_slew_ns": 0.07,
  "drive_gt1_share_pct": 29.26,
  "gp_congestion": 0.7870,
  "period_used_pct": 96.77,
  "num_antenna_cells": 0,
  "regToRegStartpoint": "reg_uartcr_q[15]$_DFFE_PN0P_",
  "cts_num_sinks": 42,
  "grt_pass1_wl_um": 7583,
  "outcome": "finished, final reports clean",
  "maxCapViolCount": 0,
  "top_area_share_pct": 47.56,
  "regArea_um2": 1054,
  "ys.flops": 42,
  "reg2reg_slack_ns": 2.49,
  "power_leakage_nw": 1.527,
  "power_frac_seq_pct": 54.4,
  "clock.latency.late_pin_ns": 0.29,
  "netlist_area_um2": 2105,
  "syn_to_final_growth_pct": 57.97,
  "syn_avg_cell_area_um2": 13.49,
  "drc": 0,
  "tool_warnings": 30
}
==> worst max-delay path by stage <==
stage,end,cells after the start
final,reg_rdata_o[1],8
after global routing,reg_rdata_o[2],8
after CTS,reg_rdata_o[1],7
==> cell families (layout without fill, tap and decap cells) <==
| group | Yosys count | count (layout) | share of synthesized area [%] |
|---|---|---|---|
| buffers and inverters | 23 | 130 | 8.561 |
| AND/OR/NAND/NOR | 38 | 38 | 12.54 |
| multiplexers | 42 | 42 | 24.26 |
| flip-flops | 42 | 42 | 50.06 |
| other | 1 | 8 | 0.1782 |
| AND-OR/OR-AND | 10 | 10 | 4.400 |
==> power by group through the flow <==
stage | logic (mW) | clock network [mW] | registers, mW
final | 0.0990 | 0.335 | 0.518
after global routing | 0.108 | 0.370 | 0.518
after CTS | 0.102 | 0.347 | 0.518
==> worst max-delay path, stage by stage <==
cell and delay, ns:
clkdlybuf4s50_1 0.40, nor2_1 0.19, nand3_2 0.13, nor4_4 0.28
buf_6 0.14, buf_4 0.13, a32o_1 0.12, clkdlybuf4s50_1 0.47
==> through the flow <==
step	worst slack (ns)	setup TNS, ns	instances	utilization [%]	power (mW)
2_1_floorplan	0.8874	0	163	-	0.5532
3_3_place_gp	-0.01910	-0.03292	328	62.33	0.6268
3_5_place_dp	-0.001100	-0.001100	328	62.33	0.6281
4_1_cts	0.01507	0	336	64.30	0.9663
5_1_grt	0.04048	0	340	65.51	0.9968
6_report	0.1067	0	340	65.51	0.9518
==> placed cells by master (no fill, tap or decap), drive strengths merged <==
master | synthesis | final
nor3 | 10 | 10
nor2 | 4 | 4
clkdlybuf4s50 | 0 | 90
nand3 | 2 | 2
nand2 | 11 | 11
nor3b | 3 | 3
clkinv | 0 | 1
dfstp | 2 | 2
a22o | 2 | 2
nor4 | 4 | 4
mux2 | 42 | 42
nor2b | 1 | 1
and3 | 1 | 1
inv | 1 | 1
buf | 21 | 23
dfrtp | 40 | 40
conb | 1 | 8
dlymetal6s2s | 0 | 8
a32o | 6 | 6
a22oi | 2 | 2
clkbuf | 1 | 7
and2 | 2 | 2
==> repair_timing <==
action,4_1_cts,5_1_grt
setup endpoints to repair,1,13
gates resized,1,13
buffers inserted,0,4
pin swaps,0,4
==> registers in the layout (all words and copies together), names as in the netlist <==
signal and count:
reg_uartibrd_q 16, reg_uartcr_q 10, reg_uartdr_q 8, reg_uartlcr_h_q 8
==> routing by layer <==
| layer | up-vias | GRT usage [%] | wire length (um) |
|---|---|---|---|
| met3 | 5 | 4.121 | 304 |
| met5 | - | 0 | 0 |
| met2 | 58 | 28.33 | 2370 |
| li1 | 773 | - | - |
| met4 | 0 | 1.677 | 63 |
| met1 | 785 | 28.95 | 2377 |
==> area by class of cell <==
cell class | instances | area share (%)
Clock buffer | 7 | 2.597
Clock inverter | 1 | 0.1505
Inverter | 1 | 0.1129
Multi-Input combinational cell | 98 | 27.47
Sequential cell | 42 | 31.69
Tap cell | 70 | 2.635
Timing Repair Buffer | 121 | 35.34
No activity file was given, so power comes from the tool's default toggle rates.
